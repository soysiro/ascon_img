[design/flow/run.sh]
#!/bin/bash
# OpenROAD 26Q1-2900-gdf79404cd8, Yosys 0.63+post, stock flow scripts
make -C /OpenROAD-flow-scripts/flow DESIGN_CONFIG=/design/flow/config.mk WORK_HOME=/design/flow/orfs finish
[design/flow/config.mk]
export PLATFORM = sky130hd
export DESIGN_NAME = sub_layer_ti
export DESIGN_NICKNAME = sub_layer_ti
export VERILOG_FILES = /design/flow/design.v
export SDC_FILE = /design/flow/constraint.sdc
export NUM_CORES = 4
export LEC_CHECK = 1
export CORE_AREA = 10 10 70 70
export DIE_AREA = 0 0 80 80
[design/flow/constraint.sdc]
current_design sub_layer_ti

set clk_period 2.5
set clk_io_pct 0.2

create_clock -name clk0 -period $clk_period

set non_clock_inputs [all_inputs -no_clocks]
set_input_delay [expr $clk_period * $clk_io_pct] -clock clk0 $non_clock_inputs
set_output_delay [expr $clk_period * $clk_io_pct] -clock clk0 [all_outputs]
[design/flow/design.v]
module sub_layer_ti (
    input x0_0,x1_0,x2_0,x3_0,x4_0,
    input x0_1,x1_1,x2_1,x3_1,x4_1,
    input x0_2,x1_2,x2_2,x3_2,x4_2,
    output y0_0,y1_0,y2_0,y3_0,y4_0
);
    assign y0_0 = (x4_0 & x1_0) ^ (x4_0 & x1_2) ^ (x4_2 & x1_0) ^ x3_2 ^ (x2_0 & x1_2) ^ (x2_2 & x1_0) ^ x2_2 ^ (x1_0 & x0_2) ^ x1_0 ^ (x1_2 & x0_0) ^ (x1_2 & x0_2) ;
    assign y1_0 = x4_1 ^ (x3_1 & x2_1) ^ (x3_1 & x2_2) ^ (x3_1 & x1_2) ^ x3_1 ^ (x3_2 & x2_1) ^ (x3_2 & x1_1) ^ (x3_2 & x1_2) ^ x3_2 ^ (x2_1 & x1_2) ^ x2_1 ^ (x2_2 & x1_1) ^ (x2_2 & x1_2) ^ x0_1 ^ x0_2 ;
    assign y2_0 = (x4_0 & x3_0) ^ (x4_0 & x3_2) ^ x4_0 ^ (x4_2 & x3_0) ^ (x4_2 & x3_2) ^ x2_2 ^ x1_0 ;
    assign y3_0 = (x4_1 & x0_2) ^ x4_1 ^ (x4_2 & x0_1) ^ x4_2 ^ (x3_1 & x0_1) ^ (x3_1 & x0_2) ^ (x3_2 & x0_1) ^ (x3_2 & x0_2) ^ x2_1 ^ x1_2 ;
    assign y4_0 = (x4_1 & x1_2) ^ (x4_2 & x1_1) ^ x3_1 ^ (x1_1 & x0_1) ^ (x1_1 & x0_2) ^ (x1_2 & x0_1) ^ x1_2 ;
    assign y0_1 = (x4_0 & x1_1) ^ (x4_1 & x1_0) ^ (x4_1 & x1_1) ^ x3_0 ^ (x2_0 & x1_0) ^ (x2_0 & x1_1) ^ x2_0 ^ (x2_1 & x1_0) ^ x2_1 ^ (x1_0 & x0_0) ^ (x1_0 & x0_1) ^ (x1_1 & x0_0) ^ x1_1 ^ x0_0 ^ x0_1 ;
    assign y1_1 = x4_0 ^ (x3_0 & x2_0) ^ (x3_0 & x2_1) ^ (x3_0 & x1_0) ^ (x3_0 & x1_1) ^ x3_0 ^ (x3_1 & x2_0) ^ (x3_1 & x1_0) ^ (x3_1 & x1_1) ^ (x2_0 & x1_1) ^ (x2_1 & x1_0) ^ (x2_1 & x1_1) ^ x1_1 ^ x0_0 ;
    assign y2_1 = (x4_1 & x3_1) ^ (x4_1 & x3_2) ^ x4_1 ^ (x4_2 & x3_1) ^ x4_2 ^ x2_1 ^ x1_2 ;
    assign y3_1 = (x4_0 & x0_0) ^ (x4_0 & x0_1) ^ x4_0 ^ (x4_1 & x0_0) ^ (x4_1 & x0_1) ^ (x3_0 & x0_0) ^ (x3_0 & x0_1) ^ x3_0 ^ (x3_1 & x0_0) ^ x3_1 ^ x2_0 ^ x1_1 ^ x0_1 ;
    assign y4_1 = (x4_0 & x1_1) ^ x4_0 ^ (x4_1 & x1_0) ^ (x4_1 & x1_1) ^ x4_1 ^ (x1_0 & x0_0) ^ (x1_0 & x0_1) ^ x1_0 ^ (x1_1 & x0_0) ^ x1_1 ;
    assign y0_2 = (x4_1 & x1_2) ^ (x4_2 & x1_1) ^ (x4_2 & x1_2) ^ x3_1 ^ (x2_1 & x1_1) ^ (x2_1 & x1_2) ^ (x2_2 & x1_1) ^ (x2_2 & x1_2) ^ (x1_1 & x0_1) ^ (x1_1 & x0_2) ^ (x1_2 & x0_1) ^ x1_2 ^ x0_2 ;
    assign y1_2 = x4_2 ^ (x3_0 & x2_2) ^ (x3_0 & x1_2) ^ (x3_2 & x2_0) ^ (x3_2 & x2_2) ^ (x3_2 & x1_0) ^ (x2_0 & x1_0) ^ (x2_0 & x1_2) ^ x2_0 ^ (x2_2 & x1_0) ^ x2_2 ^ x1_0 ^ x1_2 ;
    assign y2_2 = (x4_0 & x3_1) ^ (x4_1 & x3_0) ^ x2_0 ^ x1_1 ^ 1 ;
    assign y3_2 = (x4_0 & x0_2) ^ (x4_2 & x0_0) ^ (x4_2 & x0_2) ^ (x3_0 & x0_2) ^ (x3_2 & x0_0) ^ x3_2 ^ x2_2 ^ x1_0 ^ x0_0 ^ x0_2 ;
    assign y4_2 = (x4_0 & x1_0) ^ (x4_0 & x1_2) ^ (x4_2 & x1_0) ^ (x4_2 & x1_2) ^ x4_2 ^ x3_0 ^ x3_2 ^ (x1_0 & x0_2) ^ (x1_2 & x0_0) ^ (x1_2 & x0_2) ;    
endmodule
==> flow_summary.ini <==
; implementation run metrics
[clock_tree]
hold_buffers = 0

[critical_path]
start_kind = primary input
cp_slowest_stage_delay_ns = 0.48
critical_path.startpoint = x0_1
cpMostUsedCell = xnor2_2
critical_path_required_ns = 2.00
cp_max_fo = 3
endpoint_kind = primary output
crit_arrival_ns = 1.95
worstSetupPathType = in -> out
slowest_stage = clkdlybuf4s50_1
crit_chain = dlygate4sd2_1 -> buf_4 -> xnor2_2 -> nand2_2 -> xnor2_2 -> xnor2_1 -> clkdlybuf4s50_1

[placement]
portBuffers = 20
place_ws_ns = -0.421
gp_congestion = 0.725
dp_hpwl_um = 1250

[timing]
rsz0062_at_grt = true
worst_slew_pin_slew_ns = 0.180
finalSetupViolCount = 0
slew_headroom_pct = 87.6
setup_ws_ns = 0.0512
drv_slew = 0
hold_violations = 0
fin_tns_setup_ns = 0
fmax_ghz = 0.408
fin_crit_ns = 2.45
period_used_pct = 98.0

[logic_synthesis]
ys.warnings.count = 10
ys_cells = 63
synth_cell_types = 21
ys_area_um2 = 474
synth_cells = 63
synth-seq-area-share_pct = 0
synth.cell_area_um2 = 474
syn_area_per_cell_um2 = 7.53

[drt]
ant_nets = 0
wl_um = 1520
num_vias = 519
drtPass1Iterations = 4
via_per_inst = 3.71
drt_iter0_drc = 21
wire_per_inst_um = 10.9
drc = 0

[run_status]
status = finished, final reports clean

[flow_run]
warnings = 33
cap_violations = 0

[floorplanning]
die_w_um = 80
std_cell_rows = 21
chip_area_um2 = 6400
fp_util_pct = 13.9
core_area_um2 = 3420
fp.dieH_um = 80
io_pins = 20

[pwr]
p_total_uw = 187
irDropWorstVdd_mv = 0.0518
leakage_uw = 0.000345
p_per_area_nw_per_um2 = 226

[grt]
antenna_found_initial = 1
grt_pass1_vias = 524
grt.total_usage_pct = 4.48
grt_max_degree = 9
gr-total-overflow = 0
grt_pass1_wl_um = 2440

[finish]
seq_area_um2 = 0
comb_area_um2 = 469
nFillCells = 369
seq_cell_count = 0
layout_top_cell = buf_4
drive_gt1_share_pct = 37.6
nClkBuffers = 0
syn_to_final_growth_pct = 74.9
layout_top_cells = 17 x buf_4, 11 x xnor2_1, 8 x xor2_1

[worst_hold_path]
min_from = x2_2
hold_class = in -> out
[path summary, 6_finish.rpt]
path / end / slack, ns / depth (start not counted)
setup / recovery: y4_0 / 0.05 / 7
hold / removal: y1_0 / 1.67 / 5
[repair_timing]
action	CTS	global route
setup buffers	0	1
pin swaps	12	4
gates resized	32	9
setup endpoints to repair	5	3
[cell families after synthesis]
logic type	synth area share, %
AND-OR/OR-AND	15.0
multiplexers	8.44
AND/OR/NAND/NOR	21.1
XOR/XNOR	44.3
buffers and inverters	11.1
[report_power, final]
part           switching, uW   leakage [uW]  internal, uW
sequential                 0              0             0
clock                      0  0.00000000634     0.0000534
combinational           72.3       0.000345           115
[through the flow]
stage / hold slack [ns] / utilization (%) / cell area (um2) / std cells
2_1_floorplan: 1.13 / - / 474 / 63
3_5_place_dp: 2.18 / 23.4 / 800 / 138
4_1_cts: 1.67 / 23.1 / 788 / 138
3_3_place_gp: 2.18 / 23.4 / 800 / 138
5_1_grt: 1.72 / 24.3 / 830 / 140
6_report: 1.67 / 24.3 / 830 / 140
[per-layer routing]
| metal | GRT usage (%) | vias up | wire, um |
|---|---|---|---|
| met3 | 2.16 | 0 | 175 |
| met2 | 6.66 | 19 | 628 |
| met5 | 0 | - | 0 |
| met4 | 0 | 0 | 0 |
| met1 | 6.06 | 231 | 716 |
| li1 | - | 269 | - |
[layout make-up]
cell class / count / share of cell area (%)
diodes: 1 / 0.302
multi-input cells: 56 / 56.6
well taps: 46 / 6.94
repair buffers: 37 / 36.2
[critical path, delay by kind of cell]
kind,cells,cell delay [ns]
buf+inv,3,0.91
xor+xnor,3,0.46
simple gates,1,0.08
[synth_stat cells]
cell type   n  area, um2
xor2_1     10       87.6
a22oi_2     1       12.5
nor2b_1     2       12.5
a41oi_1     1       8.76
a221oi_2    1       15.0
nand3_1     1       5.00
or2b_1      1       7.51
buf_6       3       33.8
a21oi_2     1       8.76
buf_2       3       15.0
a21oi_1     2       10.0
nand2b_1    2       12.5
nor2_1      3       11.3
o22ai_1     1       6.26
xnor2_1    14        123
o21ai_0     2       10.0
clkbuf_1    1       3.75
and4b_1     1       10.0
nand3b_1    2       15.0
mux2i_1     4       40.0
nand2_1     7       26.3
Power and IR drop assume default switching activity.
