--- ./design.v ---
module sub_layer_ti_0 (
    input x0_0,x1_0,x2_0,x3_0,x4_0,
    input x0_1,x1_1,x2_1,x3_1,x4_1,
    input x0_2,x1_2,x2_2,x3_2,x4_2,
    output y0_0,y1_0,y2_0,y3_0,y4_0
);
    assign y0_0 = (x4_0 & x1_0) ^ (x4_0 & x1_2) ^ (x4_2 & x1_0) ^ (x4_2 & x1_2) ^ x3_2 ^ (x2_0 & x1_2) ^ (x2_2 & x1_0) ^ (x1_0 & x0_0) ^ (x1_0 & x0_2) ^ (x1_2 & x0_0) ^ x0_0;
    assign y1_0 = x4_2 ^ (x3_0 & x2_2) ^ (x3_0 & x1_2) ^ (x3_2 & x2_0) ^ (x3_2 & x2_2) ^ (x3_2 & x1_0) ^ (x3_2 & x1_2) ^ (x2_0 & x1_2) ^ x2_0 ^ (x2_2 & x1_0) ^ (x2_2 & x1_2) ^ x1_0 ^ x1_2;
    assign y2_0 = (x4_1 & x3_1) ^ (x4_1 & x3_2) ^ (x4_2 & x3_1) ^ (x4_2 & x3_2) ^ x4_2 ^ x2_1 ^ x2_2;
    assign y3_0 = (x4_0 & x0_1) ^ x4_0 ^ (x4_1 & x0_0) ^ (x3_0 & x0_0) ^ (x3_0 & x0_1) ^ x3_0 ^ (x3_1 & x0_0) ^ (x3_1 & x0_1) ^ x2_0 ^ x2_1 ^ x1_1;
    assign y4_0 = (x4_0 & x1_1) ^ (x4_1 & x1_0) ^ (x1_0 & x0_0) ^ (x1_0 & x0_1) ^ x1_0 ^ (x1_1 & x0_0) ^ x1_1;
    assign y0_1 = (x4_0 & x1_1) ^ (x4_1 & x1_0) ^ (x4_1 & x1_1) ^ x3_0 ^ (x2_0 & x1_0) ^ (x2_0 & x1_1) ^ x2_0 ^ (x2_1 & x1_0) ^ (x2_1 & x1_1) ^ (x1_0 & x0_1) ^ x1_0 ^ (x1_1 & x0_0) ^ (x1_1 & x0_1);
    assign y1_1 = x4_0 ^ x4_1 ^ (x3_0 & x2_0) ^ (x3_0 & x2_1) ^ (x3_0 & x1_0) ^ (x3_0 & x1_1) ^ x3_0 ^ (x3_1 & x2_0) ^ (x3_1 & x1_0) ^ (x2_0 & x1_0) ^ (x2_0 & x1_1) ^ (x2_1 & x1_0) ^ x1_1 ^ x0_0 ^ x0_1;
    assign y2_1 = (x4_0 & x3_1) ^ x4_0 ^ (x4_1 & x3_0) ^ x4_1 ^ x1_0 ^ x1_1;
    assign y3_1 = (x4_0 & x0_0) ^ (x4_0 & x0_2) ^ (x4_2 & x0_0) ^ (x4_2 & x0_2) ^ (x3_0 & x0_2) ^ (x3_2 & x0_0) ^ (x3_2 & x0_2) ^ x2_2 ^ x1_0 ^ x1_2 ^ x0_0;
    assign y4_1 = (x4_1 & x1_1) ^ (x4_1 & x1_2) ^ x4_1 ^ (x4_2 & x1_1) ^ (x4_2 & x1_2) ^ x3_1 ^ x3_2 ^ (x1_1 & x0_1) ^ (x1_1 & x0_2) ^ (x1_2 & x0_1) ^ (x1_2 & x0_2);
    assign y0_2 = (x4_1 & x1_2) ^ (x4_2 & x1_1) ^ x3_1 ^ (x2_1 & x1_2) ^ x2_1 ^ (x2_2 & x1_1) ^ (x2_2 & x1_2) ^ x2_2 ^ (x1_1 & x0_2) ^ x1_1 ^ (x1_2 & x0_1) ^ (x1_2 & x0_2) ^ x1_2 ^ x0_1 ^ x0_2;
    assign y1_2 = (x3_1 & x2_1) ^ (x3_1 & x2_2) ^ (x3_1 & x1_1) ^ (x3_1 & x1_2) ^ x3_1 ^ (x3_2 & x2_1) ^ (x3_2 & x1_1) ^ x3_2 ^ (x2_1 & x1_1) ^ (x2_1 & x1_2) ^ x2_1 ^ (x2_2 & x1_1) ^ x2_2 ^ x0_2;
    assign y2_2 = (x4_0 & x3_0) ^ (x4_0 & x3_2) ^ (x4_2 & x3_0) ^ x2_0 ^ x1_2 ^ 1;
    assign y3_2 = (x4_1 & x0_1) ^ (x4_1 & x0_2) ^ x4_1 ^ (x4_2 & x0_1) ^ x4_2 ^ (x3_1 & x0_2) ^ x3_1 ^ (x3_2 & x0_1) ^ x3_2 ^ x0_1 ^ x0_2;
    assign y4_2 = (x4_0 & x1_0) ^ (x4_0 & x1_2) ^ x4_0 ^ (x4_2 & x1_0) ^ x4_2 ^ x3_0 ^ (x1_0 & x0_2) ^ (x1_2 & x0_0) ^ x1_2;
endmodule
--- ./constraint.sdc ---
current_design sub_layer_ti_0

set clk_period 1.2
set clk_io_pct 0.2

create_clock -name clk0 -period $clk_period

set non_clock_inputs [all_inputs -no_clocks]
set_input_delay [expr $clk_period * $clk_io_pct] -clock clk0 $non_clock_inputs
set_output_delay [expr $clk_period * $clk_io_pct] -clock clk0 [all_outputs]
--- ./config.mk ---
export PLATFORM = sky130hd
export DESIGN_NAME = sub_layer_ti_0
export DESIGN_NICKNAME = sub_layer_ti_0
export VERILOG_FILES = /design/flow/design.v
export SDC_FILE = /design/flow/constraint.sdc
export NUM_CORES = 4
export LEC_CHECK = 1
export CORE_AREA = 10 10 70 70
export DIE_AREA = 0 0 80 80
--- ./run.sh ---
#!/bin/bash
# OpenROAD 26Q1-2900-gdf79404cd8, Yosys 0.63+post, stock flow scripts
make -C /OpenROAD-flow-scripts/flow DESIGN_CONFIG=/design/flow/config.mk WORK_HOME=/design/flow/orfs finish
==> flow_metrics.env <==
# source this file to load flow results
export IMPL_status="finished with violations"
export IMPL_violations="setup timing"
export IMPL_warnings=35
export IMPL_top_area_cell="xnor2_1"
export IMPL_place_gp_congestion=0.807
export IMPL_place_area_um2=820
export IMPL_viasPerCell=4.05
export IMPL_flop_area_um2=0
export IMPL_worst_ep_arrival_time_ns=1.39
export IMPL_crit_type="input port to output port"
export IMPL_setup_violations=5
export IMPL_pwr_share_clk=0
export IMPL_drc=0
export IMPL_synth_stat_cells=61
export IMPL_tightest_slew_ns=0.240
export IMPL_core_um2=3420
export IMPL_synth_cells=61
export IMPL_fillerInstances=362
export IMPL_die_size_y_um=80
export IMPL_dpl_cell_count=139
export IMPL_row_count=21
export IMPL_ff_count=0
export IMPL_cp_end_kind="output port"
export IMPL_whs_ns=0.933
export IMPL_ios=20
export IMPL_hold_class="input port to output port"
export IMPL_finalSetupTns_ns=-1.37
export IMPL_start_kind="input port"
export IMPL_slew_violations=0
export IMPL_cp_required_ns=0.96
export IMPL_syn_avg_cell_area_um2=7.32
export IMPL_drt_wl_total_mm=1.59
export IMPL_p_comb_frac=1.000
export IMPL_die_w_um=80
export IMPL_fin_cells=142
export IMPL_vdd_drop_max_v=0.000102
export IMPL_final_cell_mix="buf_4, buf_2, xnor2_1, buf_6"
export IMPL_power_density_nw_per_um2=415
export IMPL_grt_setup_unrepaired="yes"
export IMPL_finalCritPeriodShare=1.36
export IMPL_portBuffers=20
export IMPL_mappedNetlistArea_um2=447
export IMPL_grt_max_degree=9
export IMPL_grt_pass1_wl_mm=2.61
export IMPL_final_area_um2=930
export IMPL_grt_antenna_before_repair=0
export IMPL_top_cells_by_area="xnor2_1, mux2i_1, xor2_1"
export IMPL_cts_hold_fix_buffers=0
export IMPL_place_ws_ns=-1.33
export IMPL_logic_area_um2=509
export IMPL_initCoreUtil=0.131
export IMPL_grt_pass1_vias=595
export IMPL_clock_fmax_mhz=613
export IMPL_power_mw=0.386
export IMPL_drt_iter0_drc=14
export IMPL_yosysWarnings=10
export IMPL_finalHoldViolations=0
export IMPL_yosysSeqAreaShare=0
export IMPL_slew_headroom=0.840
export IMPL_crit_fanout=4
export IMPL_wire_per_inst_um=11.2
export IMPL_cap_viol_max_count=0
export IMPL_drive_above_1_share=0.583
export IMPL_synth_cell_types=31
export IMPL_n_antenna_cell=0
export IMPL_dp_hpwl_mm=1.22
export IMPL_final_min_clock_period_ns=1.63
export IMPL_p_switching_mw=0.152
export IMPL_p_seq_frac=0
export IMPL_lay_top_count="buf_4"
export IMPL_overflow=0
export IMPL_p_leak_nw=0.400
export IMPL_synth_top_area_share=0.216
export IMPL_grt_use_total=0.0472
export IMPL_final_util=0.272
export IMPL_setup_ws_ns=-0.432
export IMPL_chipArea_um2=6400
export IMPL_p_int_mw=0.234
export IMPL_antenna_left=0
export IMPL_p_sw_frac=0.393
export IMPL_ys_area_um2=447
export IMPL_vias=575
export IMPL_syn2layout_area_growth_pct=108
export IMPL_clockBufferCount=0
export IMPL_firstDrtPassIters=4
logic make-up after synthesis:
logic type / Yosys count / share of synthesized area
AOI/OAI and AO/OA: 17 / 0.308
xor gates and xnor gates: 15 / 0.294
and+or+nand+nor: 13 / 0.174
buffers and inverters: 10 / 0.0868
muxes: 6 / 0.137
cell usage after synthesis:
library cell / number
nor3b_1: 1
a311o_1: 1
a211oi_1: 2
nor2b_1: 1
o31a_2: 1
a21oi_1: 2
xnor2_1: 11
or4_1: 1
nand2_1: 4
mux2_2: 1
mux2i_1: 5
inv_1: 5
nor2_1: 1
o2111ai_1: 1
a2111o_1: 1
nand3b_1: 1
buf_2: 1
a31o_2: 1
xor2_1: 4
nand4_1: 1
or4b_1: 1
o22a_1: 1
a21bo_2: 1
o311ai_1: 1
a2bb2oi_1: 1
and2b_1: 1
clkbuf_1: 3
o211ai_1: 3
o21ai_0: 1
buf_1: 1
nand2b_1: 1
cell type report:
cell class,count,area share
inverter,5,0.0202
multi-input combinational,51,0.548
tap,46,0.0619
timing repair buffer,40,0.370
critical path, cell delays in order:
cell and delay [ns]:
buf_8 0.11, xor2_2 0.17, or4b_1 0.52, o311ai_2 0.09, xnor2_1 0.15, buf_2 0.12
power groups by stage:
stage	Clock (mW)	Sequential, mW	Combinational (mW)
final	0	0	0.386
after global routing	0	0	0.427
after CTS	0	0	0.376
per-layer routing:
layer / track usage / vias up / part of all wire
li1: - / 292 / -
met1: 0.0609 / 270 / 0.48
met2: 0.0811 / 13 / 0.45
met3: 0.0114 / 0 / 0.068
met4: 0.00176 / 0 / 0
met5: 0 / - / 0
path summary, 6_finish.rpt:
kind / startpoint / endpoint / slack, ns / cells after the start
max: x0_0 / y0_0 / -0.43 / 6
min: x1_0 / y4_0 / 0.93 / 5
what timing repair did:
action	4_1_cts	5_1_grt
setup endpoints to repair	5	5
setup buffers	2	2
pin swaps	16	11
hold endpoints to repair	0	0
resized	91	14
Power figures rest on the tool's default switching activity, not on a simulated workload.
